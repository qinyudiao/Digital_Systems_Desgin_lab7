==> ./design.v <==
module MIPS (CLK, RST, CS, WE, ADDR, Mem_Bus, ledOut, HALT);
  input CLK, RST, HALT;
  output reg CS, WE;
  output [6:0] ADDR;
  inout [31:0] Mem_Bus;
  output[7:0] ledOut;
  parameter add = 6'b100000;
  parameter sub = 6'b100010;
  parameter xor1 = 6'b100110;
  parameter and1 = 6'b100100;
  parameter or1 = 6'b100101;
  parameter slt = 6'b101010;
  parameter srl = 6'b000010;
  parameter sll = 6'b000000;
  parameter jr = 6'b001000;
  parameter addi = 6'b001000;
  parameter andi = 6'b001100;
  parameter ori = 6'b001101;
  parameter lw = 6'b100011;
  parameter sw = 6'b101011;
  parameter beq = 6'b000100;
  parameter bne = 6'b000101;
  parameter j = 6'b000010;
  parameter R = 2'd0;
  parameter I = 2'd1;
  parameter J = 2'd2;
  reg [5:0] op, opsave;
  wire [1:0] format;
  reg [31:0] instr, alu_result;
  reg [6:0] pc, npc;
  wire [31:0] imm_ext, alu_in_A, alu_in_B, reg_in, readreg1, readreg2;
  reg [31:0] alu_result_save;
  reg alu_or_mem, alu_or_mem_save, regw, writing, reg_or_imm, reg_or_imm_save;
  reg fetchDorI;
  wire [4:0] dr;
  reg [2:0] state, nstate;
  assign imm_ext = (instr[15] == 1)? {16'hFFFF, instr[15:0]} : {16'h0000, instr[15:0]}; 
  assign dr = (format == R)? instr[15:11] : instr[20:16];  
  assign alu_in_A = readreg1;
  assign alu_in_B = (reg_or_imm_save)? imm_ext : readreg2;  
  assign reg_in = (alu_or_mem_save)? Mem_Bus : alu_result_save;  
  assign format = (instr[31:26] == 6'd0)? R : ((instr[31:26] == 6'd2)? J : I);
  assign Mem_Bus = (writing)? readreg2 : 32'bZZZZZZZZZZZZZZZZZZZZZZZZZZZZZZZZ;
  assign ADDR = (fetchDorI)? pc : alu_result_save[6:0];  
  REG Register(CLK, regw, dr, instr[25:21], instr[20:16], reg_in, readreg1, readreg2, ledOut);
  initial begin
    op = and1; opsave = and1;
    state = 3'b0; nstate = 3'b0;
    alu_or_mem = 0;
    regw = 0;
    fetchDorI = 0;
    writing = 0;
    reg_or_imm = 0; reg_or_imm_save = 0;
    alu_or_mem_save = 0;
  end
  always @(*)
  begin
    fetchDorI = 0; CS = 0; WE = 0; regw = 0; writing = 0; alu_result = 32'd0;
    npc = pc; op = jr; reg_or_imm = 0; alu_or_mem = 0; nstate = 3'd0;
    case (state)
      0: begin  
        npc = pc + 7'd1; CS = 1; nstate = 3'd1;
        fetchDorI = 1;
      end
      1: begin  
        nstate = 3'd2; reg_or_imm = 0; alu_or_mem = 0;
        if (format == J) begin  
          npc = instr[6:0];
          nstate = 3'd0;
        end
        else if (format == R)  
          op = instr[5:0];
        else if (format == I) begin  
          reg_or_imm = 1;
          if(instr[31:26] == lw) begin
            op = add;
            alu_or_mem = 1;
          end
          else if ((instr[31:26] == lw)||(instr[31:26] == sw)||(instr[31:26] == addi)) op = add;
          else if ((instr[31:26] == beq)||(instr[31:26] == bne)) begin
            op = sub;
            reg_or_imm = 0;
          end
          else if (instr[31:26] == andi) op = and1;
          else if (instr[31:26] == ori) op = or1;
        end
      end
      2: begin  
        nstate = 3'd3;
        if (opsave == and1) alu_result = alu_in_A & alu_in_B;
        else if (opsave == or1) alu_result = alu_in_A | alu_in_B;
        else if (opsave == add) alu_result = alu_in_A + alu_in_B;
        else if (opsave == sub) alu_result = alu_in_A - alu_in_B;
        else if (opsave == srl) alu_result = alu_in_B >> instr[10:6];
        else if (opsave == sll) alu_result = alu_in_B << instr[10:6];
        else if (opsave == slt) alu_result = (alu_in_A < alu_in_B)? 32'd1 : 32'd0;
        else if (opsave == xor1) alu_result = alu_in_A ^ alu_in_B;
        if (((alu_in_A == alu_in_B)&&(instr[31:26] == beq)) || ((alu_in_A != alu_in_B)&&(instr[31:26] == bne))) begin
          npc = pc + imm_ext[6:0];
          nstate = 3'd0;
        end
        else if ((instr[31:26] == bne)||(instr[31:26] == beq)) nstate = 3'd0;
        else if (opsave == jr) begin
          npc = alu_in_A[6:0];
          nstate = 3'd0;
        end
      end
      3: begin  
        nstate = 3'd0;
        if ((format == R)||(instr[31:26] == addi)||(instr[31:26] == andi)||(instr[31:26] == ori)) regw = 1;
        else if (instr[31:26] == sw) begin
          CS = 1;
          WE = 1;
          writing = 1;
        end
        else if (instr[31:26] == lw) begin
          CS = 1;
          nstate = 3'd4;
        end
      end
      4: begin
        nstate = 3'd0;
        CS = 1;
        if (instr[31:26] == lw) regw = 1;
      end
    endcase
  end  
  always @(posedge CLK) begin
    if (RST) begin
      state <= 3'd0;
      pc <= 7'd0;
    end
    else if (HALT) begin
      state <= state;
      pc <= pc;
    end
    else begin
      state <= nstate;
      pc <= npc;
    end
    if (state == 3'd0) instr <= Mem_Bus;
    else if (state == 3'd1) begin
      opsave <= op;
      reg_or_imm_save <= reg_or_imm;
      alu_or_mem_save <= alu_or_mem;
    end
    else if (state == 3'd2) alu_result_save <= alu_result;
  end  
endmodule
module REG(CLK, RegW, DR, SR1, SR2, Reg_In, ReadReg1, ReadReg2, ledOut);
  input CLK;
  input RegW;
  input [4:0] DR;
  input [4:0] SR1;
  input [4:0] SR2;
  input [31:0] Reg_In;
  output reg [31:0] ReadReg1;
  output reg [31:0] ReadReg2;
  output[7:0] ledOut;
  reg [31:0] REG [0:31];
  integer i;
  assign ledOut = REG[1][7:0];
  initial begin
    ReadReg1 = 0;
    ReadReg2 = 0;
  end
  always @(posedge CLK)
  begin
    if(RegW == 1'b1)
      REG[DR] <= Reg_In[31:0];
    ReadReg1 <= REG[SR1];
    ReadReg2 <= REG[SR2];
  end
endmodule
==> ./run.sh <==
#!/bin/bash
# OpenROAD 26Q1-2900-gdf79404cd8, Yosys 0.63+post, stock flow scripts
make -C /OpenROAD-flow-scripts/flow DESIGN_CONFIG=/design/flow/config.mk WORK_HOME=/design/flow/orfs finish
==> ./config.mk <==
export PLATFORM = sky130hd
export DESIGN_NAME = MIPS
export DESIGN_NICKNAME = MIPS
export VERILOG_FILES = /design/flow/design.v
export SDC_FILE = /design/flow/constraint.sdc
export NUM_CORES = 4
export LEC_CHECK = 1
export CORE_UTILIZATION = 30
==> ./constraint.sdc <==
current_design MIPS

set clk_period 14.1
set clk_io_pct 0.2

create_clock -name clk0 -period $clk_period [get_ports {CLK}]

set non_clock_inputs [all_inputs -no_clocks]
set_input_delay [expr $clk_period * $clk_io_pct] -clock clk0 $non_clock_inputs
set_output_delay [expr $clk_period * $clk_io_pct] -clock clk0 [all_outputs]
==> run summary <==
Flow results.

- RePlAce ended its routability-driven mode at a weighted congestion of 1.01.
- In this run the cell area of the synthesized design comes to 61000 um2.
- The H-tree was split into 3 levels.
- The AND-OR/OR-AND share of the synthesized area is 0.0611.
- The clock net in this run drives a total of 1170 sinks.
- Once placement finished, the instance area stood at 64500 um2.
- The number of different library cells used by synthesis comes to 92.
- For this run, the register share of the synthesized area comes to 0.564.
- In this run, the synthesized area fraction spent on adder and majority cells is recorded as 0.0221.
- Input and output buffers added on the ports amount to 19.
- The number of synthesized flops with an enable pin is 1096.
- The tool reported: "[error] [KeplerFormal.cpp:679] Workflow failed: Iso has multiple drivers: .Mem_Bus9, Mem_Bus[9]$_DFF_P_.Q0".
- The number of top-level pins is 52.
- Per the repair_timing log after CTS, setup buffers inserted total 0.
- The synthesis report lists the Yosys warning total as 3.
- The clock root buffer master is sky130_fd_sc_hd__clkbuf_16.
- It got as far as clock tree synthesis (4_1_cts) and failed there.
- The share of Yosys cell area claimed by the top area cell type is 0.540.
- The yosys stat chip area is 61000 um2.
- The main area contributors are sky130_fd_sc_hd__edfxtp_1 (54%), sky130_fd_sc_hd__mux4_2 (25%), sky130_fd_sc_hd__dfxtp_1 (2.4%).
- In this run, synthesis produced a sequential element count of 1170.
- The half-perimeter wire length after placement is 121000 um.
- The chip width is 453 um.
- The number of hold buffers added after CTS was 0.
- In the floorplan report the effective utilization is 0.302.
- The vertical die dimension is 453 um.
- The share of flip-flops with an asynchronous set or reset after synthesis is 0.
- In this run, the synthesized area fraction spent on xor and xnor cells is recorded as 0.00489.
- The placement row count is 165.
- After synthesis, the mean cell area works out to 16.6 um2.
- The number of placed instances, taps included is 6200.
- The clock buffer count from CTS is 120.
- The main logic family after synthesis is multiplexers.
- The report lists the number of cells resized after CTS as 0.
- The area fraction in and, or, nand and nor cells after synthesis is 0.0412.
- The cell count after synthesis came out at 3674.
- Summing all multiplexer cells gives an area fraction of 0.279.
- The deepest clock path buffer count is 3.
- The dominant synthesized flop cell is sky130_fd_sc_hd__edfxtp_1.
- The total cells reported by yosys after synthesis is 3674.
- Looking at area per cell type in the netlist, the leader is sky130_fd_sc_hd__edfxtp_1.
- The flow did not finish.
-- stage by stage --
step / hold WS [ps] / util / power, uW / setup slack [ps]
3_5_place_dp: 494 / 0.319 / 10200 / 7450
2_1_floorplan: 424 / - / 8360 / 7640
3_3_place_gp: 482 / 0.319 / 10800 / 7440
-- cells in the mapped netlist, drive strengths merged, types with 33 or more instances --
library cell / n
mux4: 669
o21ai: 118
nor2: 240
edfxtp: 1096
clkbuf: 149
a21oi: 175
inv: 110
mux2: 119
a221oi: 33
nand2: 123
dfxtp: 74
nor3: 48
buf: 142
mux2i: 60
ha: 103
-- cell families after synthesis --
group,after synthesis
xor+xnor,34
flops,1170
compound gates,561
fa+ha+maj,106
simple gates,553
buf+inv,402
mux,848
Power and IR drop assume default switching activity.

===== ./design.v =====
`timescale 1ns / 10ps
module clockdiv(count_val, clk100Mhz, slowClk);
  input clk100Mhz;  
  input [27:0] count_val;
  output reg slowClk;  
  reg[27:0] counter;
  initial begin
    counter = 0;
    slowClk = 0;
  end
  always @ (posedge clk100Mhz)
  begin
    if(counter == count_val) begin
      counter <= 1;
      slowClk <= ~slowClk;
    end
    else begin
      counter <= counter + 1;
    end
  end
endmodule

===== ./run.sh =====
#!/bin/bash
# OpenROAD 26Q1-2900-gdf79404cd8, Yosys 0.63+post, stock flow scripts
make -C /OpenROAD-flow-scripts/flow DESIGN_CONFIG=/design/flow/config.mk WORK_HOME=/design/flow/orfs finish

===== ./config.mk =====
export PLATFORM = sky130hd
export DESIGN_NAME = clockdiv
export DESIGN_NICKNAME = clockdiv
export VERILOG_FILES = /design/flow/design.v
export SDC_FILE = /design/flow/constraint.sdc
export NUM_CORES = 4
export LEC_CHECK = 1
export CORE_UTILIZATION = 30

===== ./constraint.sdc =====
current_design clockdiv

set clk_period 6.5
set clk_io_pct 0.2

create_clock -name clk0 -period $clk_period [get_ports {clk100Mhz}]

set non_clock_inputs [all_inputs -no_clocks]
set_input_delay [expr $clk_period * $clk_io_pct] -clock clk0 $non_clock_inputs
set_output_delay [expr $clk_period * $clk_io_pct] -clock clk0 [all_outputs]

==> flow_summary.json <==
{
  "run_status": "finished clean",
  "worst_path_dominant_cell_family": "buffers and inverters",
  "initialDrtViolationCount": 98,
  "timing.critical_path.depth": 6,
  "cts_tree": "yes",
  "worstPathArrival_ns": 2.84,
  "floorplan.die.height_um": 76.8,
  "final_antenna_net_count": 0,
  "pwr_density_cell_nw_per_um2": 165,
  "timing.critical_path.fanout_max": 9,
  "worst_pin_slew_ns": 0.539,
  "finalCoreUtilization": 0.403,
  "vias": 1436,
  "postSynthRegisterBits": 29,
  "layout.filler_cells": 516,
  "place_worst_setup_slack_ns": 3.38,
  "crit-reg2reg-launch": "counter[0]",
  "detailedPlacementHpwl_mm": 2.78,
  "cts_setup_buffers": 0,
  "worst_setup_path_end_kind": "flip-flop",
  "cts-root-buf": "clkbuf_8",
  "regToRegEndpoint": "counter[26]",
  "sequential_cell_area_um2": 591,
  "timing.reg2reg.worst_path_depth": 5,
  "chip_area_um2": 5900,
  "finalInstanceArea_um2": 2110,
  "final.setup.worst_slack_ns": 3.66,
  "start_kind": "input pin",
  "grt_first_pass_wirelength_mm": 6.28,
  "leakage_nw": 0.658,
  "dp_cells": 281,
  "drt-vias-per-instance": 4.97,
  "clock_skew_ns": 0.00421,
  "globalplace.congestion": 0.839,
  "clock_insertion_delay_worst_skew_ns": 0.28,
  "cts-buffers-inserted": 5,
  "grt-ovfl-total": 0,
  "synthesis.area_um2": 1680,
  "clock_tree.buffer_depth": 2,
  "ys_types": 33,
  "finalMaxSlewViolations": 0,
  "tns_ns": 0,
  "cts_sinks": 29,
  "first_global_vias": 1317,
  "yosysWarnings": 1,
  "peakVddDrop_v": 0.0000577,
  "finalCritPeriodShare": 0.437,
  "flow.area_growth_from_synthesis_pct": 25.5,
  "area.combinational_um2": 1030,
  "crit_path_cell_trace": "clkdlybuf4s50_1 -> xnor2_1 -> nand4_1 -> nor4_2 -> buf_4 -> and2_1",
  "ios": 30,
  "drt-total-wl_mm": 3.76,
  "grt_setup_unrepaired": "no",
  "detail_route.wl_per_cell_um": 13.0,
  "clkTransAtPathRegs_ns": 0.06,
  "cts.hold.buffers_added": 0,
  "crit_path_end": "slowClk",
  "worstHoldPathType": "flip-flop to flip-flop",
  "fp.coreArea_um2": 5240,
  "fp_util": 0.321,
  "setup_viol_count_final": 0,
  "critPathRequiredTime_ns": 6.50,
  "detail_route.antenna_diodes": 0,
  "maxCapViolations": 0,
  "slew_headroom": 0.637,
  "max_clock_freq_ghz": 0.352,
  "timing.reg2reg.setup_slack_ns": 4.24,
  "layout-drive-gt1-share": 0.0639,
  "post_layout_nonfiller_instances": 289,
  "slowest_cell_on_the_critical_path": "clkdlybuf4s50_1",
  "grt_antenna_before_repair": 0,
  "drt_first_pass_iters": 4,
  "worstSetupStartpoint": "count_val[25]",
  "grt_max_degree": 30,
  "yosysCellCount": 193,
  "fin_crit_ns": 2.84,
  "route.detailed.drc": 0,
  "final_hold_viol_count": 0,
  "syn_area_per_cell_um2": 8.71,
  "syn_inst": 193,
  "slowest_delay_ns": 0.42,
  "postCtsResizedCells": 0,
  "worstPathBufferInverterCount": 2,
  "post_synthesis_chip_area_from_yosys_um2": 1680,
  "placedInstanceArea_um2": 2030,
  "ys_seq_share": 0.351,
  "io_buffers": 29,
  "htreeDepth": 2,
  "grt_use_total": 0.135,
  "warning_count": 25,
  "path_class": "input pin to flip-flop",
  "die-width_um": 76.8,
  "num_rows": 26
}
-- worst min-delay path by stage --
stage	from	end	depth (start not counted)	slack [ns]
4_1_cts	counter[18]	counter[18]	2	0.52
5_1_grt	counter[22]	counter[22]	2	0.56
6_report	counter[26]	counter[26]	2	0.52
-- per-stage QoR --
step	power, mW	hold WS (ns)
3_3_place_gp	0.212	0.509
5_1_grt	0.361	0.559
3_5_place_dp	0.211	0.511
6_report	0.347	0.516
2_1_floorplan	0.191	0.479
4_1_cts	0.351	0.523
-- routing by layer --
metal  wire, µm  GRT usage  vias to the layer above
met5          0          0                        -
met4         58     0.0192                        0
met3        243     0.0302                        8
met2       1620      0.199                       39
met1       1830      0.208                      629
li1           -          -                      760
-- synth_stat cells --
master      n  area share
and4_1      3       0.016
or3_1       8       0.030
o31ai_1     3       0.013
a2bb2oi_1   1      0.0052
a31o_2      1      0.0052
clkbuf_1    7       0.016
a21boi_0    1      0.0045
nand2_1    10       0.022
buf_2       4       0.012
buf_4       1      0.0045
and2_1      1      0.0037
nand4_4     1       0.013
dfxtp_1    28        0.33
a21bo_2     1      0.0060
nor2_1      3      0.0067
nand4_1    14       0.052
edfxtp_1    1       0.018
inv_1       2      0.0045
xnor2_1    38        0.20
clkbuf_2    1      0.0030
o21ai_0     8       0.024
a21oi_1    13       0.039
and3_1      1      0.0037
nor3_1      5       0.015
or4_4       1      0.0067
or4_1       4       0.018
nand3_1    10       0.030
xor2_1      3       0.016
nor4_1      4       0.015
o21a_1      1      0.0045
ha_1        1      0.0074
a22oi_1    12       0.054
buf_1       1      0.0022
-- cells in the final DEF, fill, tap and decap left out, types with 2 or more instances in the layout --
cell type	count
xnor2_1	38
clkdlybuf4s50_1	29
dfxtp_1	28
nand4_1	14
a21oi_1	13
a22oi_1	12
nand2_1	10
nand3_1	10
o21ai_0	8
or3_1	8
clkbuf_8	5
or4_1	4
nor3_1	4
and4_1	3
xor2_1	3
nor4_1	3
nor2_1	3
o31ai_1	3
clkbuf_1	3
buf_4	3
inv_1	2
-- cell families after synthesis --
| logic type | after synthesis | share of synthesized area |
|---|---|---|
| simple gates | 65 | 0.231 |
| compound gates | 41 | 0.155 |
| xor+xnor | 41 | 0.214 |
| flops | 29 | 0.351 |
| buf+inv | 16 | 0.0417 |
| fa+ha+maj | 1 | 0.00744 |
-- power by group --
group | total, mW | internal (mW) | switching [mW]
clock | 0.140 | 0.0758 | 0.0642
combinational | 0.0287 | 0.0207 | 0.00800
sequential | 0.179 | 0.179 | 0.00000906
-- registers in the layout, summed over array words and instances (netlist names) --
register  cells
counter      28
slowClk       1
-- final cells by class --
type / instances / area share
clock buffer: 8 / 0.0380
inverter: 2 / 0.00356
multi-input combinational: 148 / 0.489
sequential: 29 / 0.280
tap: 70 / 0.0415
timing repair buffer: 32 / 0.148
-- worst register-to-register path, cell delays in order, from the launching register on --
cell     delay [ns]
dfxtp_1        0.38
ha_1           0.34
nand4_1        0.14
or4_1          0.61
or4_1          0.57
a22oi_1        0.15
Power figures rest on the tool's default switching activity, not on a simulated workload.

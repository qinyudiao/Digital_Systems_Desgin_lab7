==> /design/flow/constraint.sdc <==
current_design SevenSeg_Display

set clk_period 4.2
set clk_io_pct 0.2

create_clock -name clk0 -period $clk_period [get_ports {CLK}]

set non_clock_inputs [all_inputs -no_clocks]
set_input_delay [expr $clk_period * $clk_io_pct] -clock clk0 $non_clock_inputs
set_output_delay [expr $clk_period * $clk_io_pct] -clock clk0 [all_outputs]
==> /design/flow/design.v <==
module SevenSeg_Display(CLK, num, AN, seven);
input [15:0] num;
input CLK;
output [3:0] AN;
output [7:1] seven;
reg [1:0] sevenSeg_state, sevenSeg_nextState;
reg [3:0] binary;
reg [3:0] AN;
always @(sevenSeg_state or num) begin
    AN = 4'b1111;
	sevenSeg_nextState = 0;
	case(sevenSeg_state)
		0 : begin
			AN[0] = 0;
			sevenSeg_nextState = 1;
			binary = num[3:0];
		end
		1 : begin
		    AN[1] = 0;
			sevenSeg_nextState = 2;
			binary = num[7:4];
		end
		2 : begin
		    AN[2] = 0;
            sevenSeg_nextState = 3;
            binary = num[11:8];
		end
		3 : begin
		    AN[3] = 0;
            sevenSeg_nextState = 0;
            binary = num[15:12];
		end
		default : begin
		    sevenSeg_nextState = 0;
		    binary = num[3:0];
		end
	endcase
end
always @(posedge CLK) begin
	sevenSeg_state <= sevenSeg_nextState;
end
hex_to_sseg S(binary, seven);
endmodule
module hex_to_sseg(binary, seven);
    input [3:0] binary;
    output[7:1] seven;
    reg [7:1] seven;
    always @(binary)
    begin
        case (binary)
            4'b0000 : seven = 7'b0000001 ;
            4'b0001 : seven = 7'b1001111 ;
            4'b0010 : seven = 7'b0010010 ;
            4'b0011 : seven = 7'b0000110 ;
            4'b0100 : seven = 7'b1001100 ;
            4'b0101 : seven = 7'b0100100 ;
            4'b0110 : seven = 7'b0100000 ;
            4'b0111 : seven = 7'b0001111 ;
            4'b1000 : seven = 7'b0000000 ;
            4'b1001 : seven = 7'b0001100 ;
            4'b1010 : seven = 7'b0001000 ;
            4'b1011 : seven = 7'b1100000 ;
            4'b1100 : seven = 7'b0110001 ;
            4'b1101 : seven = 7'b1000010 ;
            4'b1110 : seven = 7'b0110000 ;
            4'b1111 : seven = 7'b0111000 ;
            default : seven = 7'b0000001 ;
        endcase
    end
endmodule
==> /design/flow/config.mk <==
export PLATFORM = sky130hd
export DESIGN_NAME = SevenSeg_Display
export DESIGN_NICKNAME = SevenSeg_Display
export VERILOG_FILES = /design/flow/design.v
export SDC_FILE = /design/flow/constraint.sdc
export NUM_CORES = 4
export LEC_CHECK = 1
export CORE_AREA = 10 10 70 70
export DIE_AREA = 0 0 80 80
==> /design/flow/run.sh <==
#!/bin/bash
# OpenROAD 26Q1-2900-gdf79404cd8, Yosys 0.63+post, stock flow scripts
make -C /OpenROAD-flow-scripts/flow DESIGN_CONFIG=/design/flow/config.mk WORK_HOME=/design/flow/orfs finish
==> flow_summary.json <==
{
  "outcome": "finished, final reports clean",
  "whs_path_depth": 2,
  "synth-edff-count": 0,
  "grt_pass1_wl_mm": 2.580,
  "avgSynthCellArea_um2": 8.500,
  "crit_chain": "clkdlybuf4s50_1, a22oi_1, nand2_1, mux2i_1, ha_1, mux2i_1, o22ai_1, clkdlybuf4s50_1",
  "ys.flops": 2,
  "ys_cells": 58,
  "start_kind": "input port",
  "hold_viol_final": 0,
  "rr_endpoint": "sevenSeg_state[0]",
  "num_vias": 505,
  "ys_warn_count": 2,
  "io_buffers": 27,
  "worstPathRequired_ns": 3.36,
  "grt_pass1_vias": 578,
  "worstHoldEndpoint": "sevenSeg_state[1]",
  "ff_type": "dfxtp_1",
  "p_leak_uw": 0.0003833,
  "slew_headroom_pct": 58.35,
  "worst_path_max_delay_cell": "clkdlybuf4s50_1",
  "dieWidth_um": 80,
  "grt_max_degree": 13,
  "pre_cts_ws_ns": 0.3655,
  "fin_cells": 133,
  "fin_ws_ns": 0.3991,
  "fin_crit_ns": 3.801,
  "avgViaCountPerCell": 3.797,
  "postRouteAntennaNets": 0,
  "cts_resized": 0,
  "critPathKind": "input port to output port",
  "end_kind": "output port",
  "track_usage_pct": 4.898,
  "reg_top3": "sevenSeg_state (2)",
  "clock_skew_ns": 0.00006396,
  "drive_gt1_share_pct": 8.046,
  "clock_latency_ns": 0.22,
  "cts_tree": "built",
  "core_mm2": 0.003416,
  "async_flop_share_pct": 0,
  "gp_congestion": 0.8241,
  "place_hpwl_mm": 1.263,
  "ff2ff_path_depth": 4,
  "ir_drop_mv": 0.04315,
  "drcViolationCount": 0,
  "synth_area_leader_cell": "ha_1",
  "hp-start": "sevenSeg_state[1]",
  "largest_register_ffs": 2,
  "cp_max_fo": 5,
  "dp.cells": 130,
  "worst_setup_hold_path_clk_slew_ns": 0.03,
  "setup_tns_ns": 0,
  "drv_cap": 0,
  "period_used_pct": 90.50,
  "numClockSinks": 2,
  "common_cells": "10 x ha_1, 10 x inv_1, 10 x mux2i_1",
  "antenna_found_initial": 0,
  "regMostFlops": "sevenSeg_state",
  "die_area_mm2": 0.006400,
  "area_leaders": "ha_1 25%, mux2i_1 20%, dfxtp_1 8.1%",
  "timing.reg2reg.setup_slack_ns": 3.18,
  "first_pass_iters": 4,
  "critPathArrivalTime_ns": 2.96,
  "yosysChipArea_um2": 493.0,
  "critPathMaxStageDelay_ns": 0.50,
  "fmax_mhz": 263.1,
  "syn_inst": 58,
  "fp_util_pct": 14.43,
  "rsz0062_at_grt": "false",
  "routedWlPerCell_um": 11.09,
  "cts_buffers": 3,
  "drt-initial-drc-count": 15,
  "n_antenna_cell": 0,
  "ys_seq_share_pct": 8.122,
  "die_h_um": 80,
  "syn_to_final_growth_pct": 68.78,
  "cts-root-buf": "clkbuf_4",
  "cts_htree_levels": 1,
  "postCtsSetupBuffers": 0,
  "setup_viol": 0,
  "p_total_uw": 95.91,
  "timing.hold.ws_ns": 0.5488,
  "finalMaxSlewViolations": 0,
  "wl_mm": 1.475,
  "worst_pin_slew_ns": 0.6247,
  "clock_path_buffers": 2,
  "yosysUniqueCellTypes": 20,
  "io_pins": 28,
  "synth_top_area_share_pct": 25.38,
  "holdBufCountCts": 0,
  "p_per_area_mw_per_mm2": 115.3,
  "r2r-start": "sevenSeg_state[0]",
  "rows": 21,
  "globalRoute.totalOverflow": 0,
  "min_path_type": "flip-flop to flip-flop",
  "warnings": 32,
  "synth.cell_area_um2": 493.0
}
-- cells by family after synthesis --
family / count (synthesis) / synth area share, %
AND-OR/OR-AND: 12 / 18.78
buffers and inverters: 12 / 10.66
multiplexers: 11 / 23.35
adder cells (fa/ha/maj): 10 / 25.38
AND/OR/NAND/NOR: 10 / 11.93
flip-flops: 2 / 8.122
XOR/XNOR: 1 / 1.777
-- cells in the final DEF, fill, tap and decap left out, types with 2 or more instances in the layout --
cell / instances
clkdlybuf4s50_1: 27
inv_1: 10
mux2i_1: 10
ha_1: 10
nand2_1: 5
o22ai_1: 4
a222oi_1: 3
clkbuf_4: 3
nor2b_1: 2
dfxtp_1: 2
-- through the flow --
stage / cell area [um2] / util, %
after floorplan: 493.0 / -
after global placement: 809.5 / 23.70
after detailed placement: 809.5 / 23.70
after CTS: 832.0 / 24.36
after global routing: 832.0 / 24.36
final: 832.0 / 24.36
-- critical path: cells and delay by family --
family | cells | cell delay (ns)
AOI/OAI and AO/OA | 2 | 0.36
adders and majority gates | 1 | 0.33
buffers and inverters | 2 | 0.90
muxes | 2 | 0.44
and+or+nand+nor | 1 | 0.09
-- report_power, final --
group / total, uW / internal, uW / switching, uW
Sequential: 19.1 / 19.1 / 0
Clock: 43.4 / 31.6 / 11.8
Combinational: 33.4 / 23.9 / 9.49
-- final cells by class --
class,count,area [um2]
fillers,378,2584
multi-input cells,44,400.4
repair buffers,27,270.3
well taps,46,57.56
inverters,11,41.29
flip-flops and latches,2,40.04
clock buffers,3,22.52
-- routing by layer --
metal / up-vias / track usage [%] / part of all wire [%]
li1: 264 / - / -
met1: 217 / 5.746 / 44
met2: 24 / 7.063 / 40
met3: 0 / 3.750 / 16
met4: 0 / 0.7042 / 0
met5: - / 0 / 0
-- worst max-delay path by stage --
| stage | start | endpoint |
|---|---|---|
| after CTS | num[8] | seven[6] |
| after global routing | num[13] | seven[3] |
| final | num[13] | seven[3] |
